### design.v
`timescale 1ns/100ps
`default_nettype none
module PB_Controller (
	input logic Clock_50,
	input logic Resetn,
	input logic [3:0] PB_signal,
	output logic [3:0] PB_pushed
);
logic [15:0] clock_1kHz_div_count;
logic clock_1kHz, clock_1kHz_buf;
logic [9:0] debounce_shift_reg [3:0];
logic [3:0] push_button_status;
logic [3:0] push_button_status_buf;
always_ff @ (posedge Clock_50 or negedge Resetn) begin
	if (Resetn == 1'b0) begin
		clock_1kHz_div_count <= 16'h0000;
	end else begin
		if (clock_1kHz_div_count < 'd24999) begin
			clock_1kHz_div_count <= clock_1kHz_div_count + 16'd1;
		end else 
			clock_1kHz_div_count <= 16'h0000;		
	end
end
always_ff @ (posedge Clock_50 or negedge Resetn) begin
	if (Resetn == 1'b0) begin
		clock_1kHz <= 1'b1;
	end else begin
		if (clock_1kHz_div_count == 'd0) clock_1kHz <= ~clock_1kHz;
	end
end
always_ff @ (posedge Clock_50 or negedge Resetn) begin
	if (Resetn == 1'b0) begin
		clock_1kHz_buf <= 1'b1;	
	end else begin
		clock_1kHz_buf <= clock_1kHz;
	end
end
always_ff @ (posedge Clock_50 or negedge Resetn) begin
	if (Resetn == 1'b0) begin
		debounce_shift_reg[0] <= 8'd0;
		debounce_shift_reg[1] <= 8'd0;
		debounce_shift_reg[2] <= 8'd0;
		debounce_shift_reg[3] <= 8'd0;						
	end else begin
		if (clock_1kHz_buf == 1'b0 && clock_1kHz == 1'b1) begin
			debounce_shift_reg[0] <= {debounce_shift_reg[0][8:0], ~PB_signal[0]};
			debounce_shift_reg[1] <= {debounce_shift_reg[1][8:0], ~PB_signal[1]};
			debounce_shift_reg[2] <= {debounce_shift_reg[2][8:0], ~PB_signal[2]};
			debounce_shift_reg[3] <= {debounce_shift_reg[3][8:0], ~PB_signal[3]};									
		end
	end
end
always_ff @ (posedge Clock_50 or negedge Resetn) begin
	if (Resetn == 1'b0) begin
		push_button_status <= 4'h0;
		push_button_status_buf <= 4'h0;
	end else begin
		push_button_status[0] <= |debounce_shift_reg[0];
		push_button_status[1] <= |debounce_shift_reg[1];
		push_button_status[2] <= |debounce_shift_reg[2];
		push_button_status[3] <= |debounce_shift_reg[3];						
		push_button_status_buf <= push_button_status;
	end
end
assign PB_pushed = push_button_status & (~push_button_status_buf | 4'b0000); 
endmodule
### run.sh
#!/bin/bash
# OpenROAD 26Q1-2900-gdf79404cd8, Yosys 0.63+post, stock flow scripts
make -C /OpenROAD-flow-scripts/flow DESIGN_CONFIG=/design/flow/config.mk WORK_HOME=/design/flow/orfs finish
### config.mk
export PLATFORM = sky130hd
export DESIGN_NAME = PB_Controller
export DESIGN_NICKNAME = PB_Controller
export VERILOG_FILES = /design/flow/design.v
export SDC_FILE = /design/flow/constraint.sdc
export NUM_CORES = 4
export LEC_CHECK = 1
export CORE_UTILIZATION = 40
### constraint.sdc
current_design PB_Controller

set clk_period 2.5
set clk_io_pct 0.2

create_clock -name clk0 -period $clk_period [get_ports {Clock_50}]

set non_clock_inputs [all_inputs -no_clocks]
set_input_delay [expr $clk_period * $clk_io_pct] -clock clk0 $non_clock_inputs
set_output_delay [expr $clk_period * $clk_io_pct] -clock clk0 [all_outputs]
==> deck_impl_summary.md <==
Physical Implementation Snapshot

Status
  • Status: finished, final reports clean

Floorplanning
  • Die W: around 84 um
  • Die height: 84.47 um
  • Die Area: 0.007134 sq mm
  • Num rows: 29
  • I/O Pins: 10
  • Fp_density: 42.12%
  • Core box area: roughly 0.0065 sq mm

Route
  • Vias/cell: 4.892
  • Antenna Cells: 0
  • Vias: about 1500
  • Starting DRT DRC Count: 75
  • Post-route ant nets: 0
  • WL per Instance: 12.66 um
  • DR pass1 iterations: 20
  • Drc violations: 0
  • Post-Route WL: 3875 um

Worst setup path
  • Crit path required time: 2720 ps
  • Crit path arrival time: 2150 ps
  • Endpoint class of the critical path: flip-flop
  • Slowest stage cell on the critical path: dfrtp_1
  • Type of the worst setup path: flip-flop to flip-flop
  • Critical Path Source Type: flip-flop
  • Worst-path cell chain: ha_1, nand2_1, a2111oi_0, or3_1, buf_4, a21oi_1
  • Worst-path maximum fanout: 9
  • Worst path max stage delay: around 400 ps
  • R2r setup slk: 570 ps

GRT
  • Largest net degree at the start of global routing: 29
  • Grt peak-use layer: met1
  • Met2 Use GR: 17.88%
  • Met3 GRT Util: 2.689%
  • GR Util All Layers: a little over an eighth
  • Total gr overflow: 0
  • Vias in the first global route: 1575
  • Grt met1 use: a little under a quarter
  • Antenna violations before repair: 0
  • Wire length of the first global-routing pass: 7389 um

Synthesis
  • Synth top area cells: dfrtp_1 (59%), mux2_2 (15%), xnor2_1 (3.5%)
  • Post-synth seq share: 60.81%
  • Syn avg cell area: 13.27 sq um
  • Largest type area fraction: 58.88%
  • Mux area share: 14.90%
  • Mapped Area: 0.002720 sq mm
  • Syn Inst Count: between 200 and 250
  • Synth flops: around 66
  • Yosys top cell by area: dfrtp_1
  • Yosys xor share: 4.186%
  • Post-Synth Adder-Cell Area: 0.9200%
  • Simple-Gate Area Share: between 10% and 20%
  • Yosys stat cell total: 205
  • Logic family by area: simple AND/OR/NAND/NOR gates
  • Synth Area in Compound Gates: under 10%
  • Distinct lib cells used: 30
  • Yosys synthesis chip area: 0.002720 sq mm
  • Yosys warnings: 2

Final timing
  • RSZ-0062 raised after global routing: no
  • Clock skew: 8.819 ps
  • Worst Tran Pin Value: about 640 ps
  • Total Neg Setup Slack: 0 ps
  • Final WS setup: 569.6 ps
  • Tmin final: slightly below 2000 ps
  • Final period util: 77.22%
  • Highest Clock Rate: 0.5180 GHz
  • Slew headroom: 57.46%
  • Hold Vio Cnt, Final: 0
  • Setup-failing EPs final: 0
  • WHS: 173.0 ps
  • Final slew viol count: 0

Run
  • Log Warnings: 26
  • Max-cap violations: 0

Placement
  • Placer Congestion: between 0.7 and 0.8
  • HPWL Detailed: between 2000 and 3000 um
  • Place WS: 554.1 ps
  • Port Buffers: 9

Clocking
  • CTS sink cnt: 66
  • CTS Root Cell: clkbuf_8
  • Post-cts gate resize count: 0
  • CTS tree: done
  • Clk slew on worst S/H paths: ~70 ps
  • Worst-Skew Late Latency: 340 ps
  • H-tree levels: 3
  • Clk buf depth: 2
  • # hold bufs at CTS: 0
  • CTS buffer count: 9
  • Postcts setup bufs: 0

Power
  • Total power: approximately 0.0035 W
  • P_leak: approximately 1.3 nW
  • Cell Int Power: 0.002506 W
  • Clk network pwr share: 28.7%
  • Pwr/cell area: approximately 1100 mW/mm^2
  • Comb power frac: between 20 and 25%
  • Switching power: ~0.00095 W
  • Switching part of the total: about 28%
  • Seq pwr share: 48.3%
  • VDD IR max: 0.0005535 V

Finish
  • Most frequently placed logic cells in the final layout: dfrtp_1 (64), mux2_2 (36), nor2_1 (13), nor4_1 (11), xnor2_1 (11)
  • Area growth from synthesis to layout: 15.32%
  • Most frequent logic cell in the layout: dfrtp_1
  • Final Core Density: 48.57%
  • Register area: between 0.0015 and 0.002 sq mm
  • Max reg flops: 40
  • Fillers: 576
  • Logic area: 997.2 sq um
  • Share of layout cells above drive strength 1: 32.75%

Hold path
  • Hold WC Path Type: input port to async pin
-- per-stage QoR --
| stage | std cells | area (sq um) |
|---|---|---|
| 5_1_grt | 306 | 3137 |
| 6_report | 306 | 3137 |
| 3_3_place_gp | 290 | 2913 |
| 4_1_cts | 306 | 3137 |
| 2_1_floorplan | 205 | 2720 |
| 3_5_place_dp | 290 | 2913 |
-- final timing paths --
kind | endpoint | start | depth (start not counted)
min in group clk0 | push_button_status_buf[0] | push_button_status[0] | 0
setup / recovery | clock_1kHz_div_count[14] | clock_1kHz_div_count[0] | 6
setup reg to reg | clock_1kHz_div_count[14] | clock_1kHz_div_count[0] | 6
hold / removal | clock_1kHz_div_count[11] | Resetn | 1
max in group asynchronous | clock_1kHz | Resetn | 2
hold reg to reg | push_button_status_buf[0] | push_button_status[0] | 0
-- routing by layer --
metal,share of wire [%],vias to the layer above
li1,-,743
met2,41,18
met3,3.4,11
met4,3.1,0
met5,0,-
met1,52,725
-- worst max-delay path: cells and delay by family (launching register included) --
family          cells  cell delay (ps)
simple gates        2              460
compound gates      2              420
flops               1              400
buf+inv             1              320
fa+ha+maj           1              220
-- logic make-up after synthesis --
family / Yosys count
compound gates: 6
buf+inv: 13
flops: 66
mux: 36
simple gates: 68
fa+ha+maj: 2
other cells: 1
xor+xnor: 13
-- power groups by stage --
stage     clock, W  sequential (W)  combinational (W)
6_report  0.000991         0.00167           0.000797
5_1_grt    0.00107         0.00173           0.000898
4_1_cts    0.00102         0.00167           0.000815
-- Yosys cell counts (all sizes together) --
| cell | n |
|---|---|
| a2111oi | 1 |
| a21oi | 1 |
| buf | 5 |
| clkbuf | 2 |
| conb | 1 |
| dfrtp | 64 |
| dfstp | 2 |
| ha | 2 |
| inv | 6 |
| mux2 | 36 |
| nand2 | 9 |
| nand2b | 1 |
| nand3 | 9 |
| nand4 | 3 |
| nor2 | 23 |
| nor2b | 4 |
| nor3 | 5 |
| nor4 | 12 |
| nor4b | 1 |
| o21ai | 4 |
| or3 | 1 |
| xnor2 | 11 |
| xor2 | 2 |
-- cell type report --
| type | count | share of cell area [%] |
|---|---|---|
| multi-input combinational | 126 | 31.79 |
| clock inverter | 7 | 3.191 |
| tap | 77 | 3.071 |
| timing repair buffer | 15 | 4.547 |
| inverter | 6 | 0.7180 |
| sequential | 66 | 52.73 |
| clock buffer | 9 | 3.949 |
Power and IR drop assume default switching activity.
